==> design/flow/design.v <==
module ALU32Bit(i_A, i_B, i_Shift_amount, o_ALU_result, i_ALUCtrl, o_flag_zero);
input					[3:0] i_ALUCtrl;
input  				[31:0] i_A;
input 				[31:0] i_B;	   
input					[4:0] i_Shift_amount;
output  reg 		[31:0] o_ALU_result;	
output  reg  		o_flag_zero;	   
reg 					[3:0] AND,OR,NOR,XOR;
reg 					[3:0] ADD,SUB;
reg 					[3:0] SLL,SRL,SRA;
reg 					[3:0] SLT;
initial begin	
	ADD  = 4'b1000;
	SUB  = 4'b1001;
	AND  = 4'b1100;
	OR   = 4'b1101;
	NOR  = 4'b1110;
	XOR  = 4'b1111;
	SLL  = 4'b0000;
	SRL  = 4'b0001;
	SRA  = 4'b0010;
	SLT  = 4'b0100;
end
always @* begin
casez (i_ALUCtrl)
	ADD: o_ALU_result = i_A + i_B;
	SUB: o_ALU_result = i_A + (~i_B + 1);
	AND: o_ALU_result = i_A & i_B;
	OR:  o_ALU_result = i_A | i_B;
	NOR: o_ALU_result = ~(i_A | i_B);
	XOR: o_ALU_result = i_A^i_B;
	SLL: o_ALU_result = i_A << (i_Shift_amount);
	SRL: o_ALU_result = i_A >> (i_Shift_amount);
	SRA: o_ALU_result = i_A >>> (i_Shift_amount);
	SLT: o_ALU_result = (i_A < i_B) ? 32'h1 : 32'h0;
	default: begin
			o_ALU_result = 32'hz;
		end
endcase
end
always @(o_ALU_result)
	o_flag_zero = (o_ALU_result == 32'h0) ? 1'b1 : 1'b0;
endmodule
==> design/flow/run.sh <==
#!/bin/bash
# OpenROAD 26Q1-2900-gdf79404cd8, Yosys 0.63+post, stock flow scripts
make -C /OpenROAD-flow-scripts/flow DESIGN_CONFIG=/design/flow/config.mk WORK_HOME=/design/flow/orfs finish
==> design/flow/config.mk <==
export PLATFORM = sky130hd
export DESIGN_NAME = ALU32Bit
export DESIGN_NICKNAME = ALU32Bit
export VERILOG_FILES = /design/flow/design.v
export SDC_FILE = /design/flow/constraint.sdc
export NUM_CORES = 4
export LEC_CHECK = 1
export CORE_UTILIZATION = 50
==> design/flow/constraint.sdc <==
current_design ALU32Bit

set clk_period 14.8
set clk_io_pct 0.2

create_clock -name clk0 -period $clk_period

set non_clock_inputs [all_inputs -no_clocks]
set_input_delay [expr $clk_period * $clk_io_pct] -clock clk0 $non_clock_inputs
set_output_delay [expr $clk_period * $clk_io_pct] -clock clk0 [all_outputs]
==> run summary <==
Implementation numbers.

- The highest metal layer with signal wires is met4.
- Per the log, the first TritonRoute iteration ended with a DRC count of approximately 1,600.
- Across every metal layer, demand over resource in global routing totals 0.492.
- The floorplan step records an initial core utilization of 0.515.
- Ranked by total cell area, the synthesized netlist is headed by sky130_fd_sc_hd__ha_1 11%, sky130_fd_sc_hd__mux4_2 9.7%, sky130_fd_sc_hd__mux2i_1 6.4%, sky130_fd_sc_hd__a21oi_1 5.9%, sky130_fd_sc_hd__nor2_1 5.2%.
- After synthesis, the most frequently instantiated cells are 152 x sky130_fd_sc_hd__nor2_1, 129 x sky130_fd_sc_hd__a21oi_1, 122 x sky130_fd_sc_hd__nand2_1.
- The number of sequential cells in the layout reads 0.
- Setup violations remaining at the end of the flow were counted as 0.
- The combinational group share of total power is 1.000.
- The worst hold path endpoint is o_ALU_result[7].
- The count of instances resized after the clock tree is built is 0.
- Post-synthesis, Yosys gives the total cell area as around 11,000 um^2.
- For this block, wires on met1 add up to slightly above 20,000 um.
- The utilization of the core after routing reads 0.553.
- The placer congestion estimate reads 1.11.
- The layout summary lists the proportion of cells stronger than drive strength 1 as 0.113.
- The peak supply drop is 0.0257 mV.
- The global route stage reports its total congestion overflow as 0.
- The die covers roughly 22,000 um^2.
- Setup repair after global routing left no endpoint under its margin.
- Per the synthesis report, the AND-OR/OR-AND share of the synthesized area is 0.358.
- The cell with the most instances after synthesis reads sky130_fd_sc_hd__nor2_1.
- The count of hold buffers inserted by post-cts repair reads 0.
- From left edge to right edge, the die measures about 150 um.
- The final HPWL from detailed placement reads between 40,000 and 50,000 um.
- The path category of the worst min-delay check is in -> out.
- In this build the clock could be raised as far as 86.8 MHz.
- The floorplan step defined a core boundary enclosing around 21,000 um^2.
- Each instance of the synthesized netlist takes up on average 7.10 um^2.
- The sum of negative setup slack reads 0 ns.
- The number of instances on the worst hold path reads 5.
- The routed length per placed instance reads roughly 30 um.
- The number of standard cells in the layout, taps in and fillers out is approximately 1,800.
- For this run, the detailed router reports a per-instance via density of ~7.5.
- The launch instance of the worst min-delay path is i_ALUCtrl[0].
- Detailed routing inserted a total of approximately 14,000 vias.
- The number of standard cells reported by yosys is roughly 1,500.
- The power density normalized to cell area reads about 40 nW/um^2.
- The gate-level netlist out of Yosys references roughly 110 unique cell types.
- The count of endpoints failing hold in the final timing report is 0.
- In the final report, the number of pins over their slew limit comes to 0.
- The final routed wirelength across all metal layers is 54,200 um.
- The final critical path time including I/O delays and setup reads between 10 and 15 ns.
- The total net switching power is roughly 290 uW.
- The share of total power in sequential cells is 0.
- The via count of the first global-routing pass reads around 12,000.
- The critical path class reads in -> out.
- The post-synthesis simple-gate area fraction reads 0.208.
- The count of standard-cell rows is around 53.
- The data arrival time of the worst path is 8.55 ns.
- The area share of the largest cell type after synthesis reads 0.110.
- The mux cell area share after synthesis reads 0.191.
- The initial antenna violation count is 1.
- The total I/O pin count reads 106.
- The required time at the endpoint of the critical path is roughly 12 ns.
- The area of all placed cells without fillers is between 10,000 and 15,000 um^2.
- The area of placed instances is 11,700 um^2.
- The die height is about 150 um.
- The pin count of the biggest net entering global routing reads between 60 and 70.
- The max-slew headroom at the worst pin is 0.336.
- For this run, design rule violations remaining after detail routing come to 0.
- The type of destination of the critical path reads a primary output.
- Of the synthesized area, sequential elements account for 0.
- The sequential cell area reads 0 um^2.
- Warnings raised by the tools during the run amount to slightly below 100.
- Including well taps, the total number of placed cells is about 1,800.
- The total power consumption of the routed design is between 400 and 500 uW.
- Per the detail_route log, met2 wirelength is ~22,000 um.
- The internal portion of the total power is 181 uW.
- The mapped cell area reads roughly 11,000 um^2.
- The growth of design area from synthesis to finish is 7.45%.
- The post-CTS setup-driven buffer insertion count reads 0.
- STA lists the maximum fanout along the critical path as 66.
- The post-route clock period utilization is 0.778.
- The leakage power is roughly 4.7 nW.
- The count of input and output buffers reads approximately 110.
- The cell count after synthesis reads roughly 1,500.
- The main logic family after synthesis is AND-OR/OR-AND gates.
- The nature of the critical path startpoint reads an input pin.
- The warning count from the yosys run reads 2.
- The global-route wire length before repair reads approximately 80,000 um.
- The biggest area consumer among synthesized cells reads sky130_fd_sc_hd__ha_1.
- The adder and majority gate portion of the synthesized area is 0.114.
- The clock network fraction of total power reads 0.
- The tool flagged a number of max-cap violations equal to 0.
- The first detailed-routing pass ran for 6 iterations.
- In the finished layout, the clock tree contains a buffer count of 0.
- Switching power as a fraction of the total was reported as 0.617.
- The wire length on met3 reads about 8000 um.
- The post-detailed-route count of antenna-violating nets is 0.
- The flow ran to the end, and the final reports show no timing, DRC or antenna violations.
- The actual transition at the worst max-transition pin reads 0.971 ns.
- In this run, the synthesized area fraction spent on xor and xnor cells is recorded as 0.0143.
-- cells by family (layout without fill, tap and decap cells) --
group	Yosys count	in the layout
compound gates	557	557
xor+xnor	17	17
fa+ha+maj	98	98
buf+inv	250	249
mux	146	146
other cells	0	1
simple gates	472	472
-- layout by cell type, fill, tap and decap left out, types with 10 or more instances in the layout --
| master | n |
|---|---|
| sky130_fd_sc_hd__nor2_1 | 152 |
| sky130_fd_sc_hd__a21oi_1 | 129 |
| sky130_fd_sc_hd__nand2_1 | 122 |
| sky130_fd_sc_hd__clkdlybuf4s50_1 | 100 |
| sky130_fd_sc_hd__inv_1 | 99 |
| sky130_fd_sc_hd__ha_1 | 96 |
| sky130_fd_sc_hd__o21ai_0 | 80 |
| sky130_fd_sc_hd__mux2i_1 | 70 |
| sky130_fd_sc_hd__mux4_2 | 47 |
| sky130_fd_sc_hd__nor3_1 | 41 |
| sky130_fd_sc_hd__buf_4 | 36 |
| sky130_fd_sc_hd__a211oi_1 | 33 |
| sky130_fd_sc_hd__nand3_1 | 33 |
| sky130_fd_sc_hd__o22ai_1 | 30 |
| sky130_fd_sc_hd__o221ai_1 | 29 |
| sky130_fd_sc_hd__o211ai_1 | 28 |
| sky130_fd_sc_hd__a31oi_1 | 26 |
| sky130_fd_sc_hd__mux2_2 | 26 |
| sky130_fd_sc_hd__a221oi_1 | 17 |
| sky130_fd_sc_hd__nor4_1 | 16 |
| sky130_fd_sc_hd__nand2b_1 | 15 |
| sky130_fd_sc_hd__a211o_1 | 14 |
| sky130_fd_sc_hd__nor2b_1 | 14 |
| sky130_fd_sc_hd__xnor2_1 | 14 |
| sky130_fd_sc_hd__o31ai_1 | 13 |
| sky130_fd_sc_hd__a21o_1 | 13 |
| sky130_fd_sc_hd__a221o_1 | 11 |
| sky130_fd_sc_hd__nand4_1 | 10 |
| sky130_fd_sc_hd__o2bb2ai_1 | 10 |
-- area by class of cell --
type	count	area (um^2)
diodes	1	2.50
fillers	2057	9480
inverters	110	413
multi-input cells	1290	9700
well taps	275	344
repair buffers	139	1290
-- power groups by stage --
stage | combinational, mW | clock, mW | sequential, mW
4_1_cts | 0.450 | 0 | 0
5_1_grt | 0.496 | 0 | 0
6_report | 0.472 | 0.0000000184 | 0
-- metrics by stage --
step	hold slack [ns]	setup WS (ns)
finish	7.06	3.29
global route	7.13	3.23
CTS	7.05	3.57
detailed placement	7.05	3.58
global placement	7.05	3.61
floorplan	6.25	5.74
-- worst max path at each step --
stage / startpoint / to / slack, ns / cells past startpoint
global route: i_A[8] / o_flag_zero / 3.23 / 15
finish: i_ALUCtrl[0] / o_flag_zero / 3.29 / 13
CTS: i_A[8] / o_flag_zero / 3.57 / 15
-- layer usage --
layer	vias to the layer above	global-route usage
li1	5896	-
met1	6273	0.656
met2	1216	0.695
met3	235	0.189
met4	0	0.241
met5	-	0
-- critical path: stages --
cell,delay (ns)
sky130_fd_sc_hd__buf_2,0.41
sky130_fd_sc_hd__buf_4,0.67
sky130_fd_sc_hd__xor2_1,0.39
sky130_fd_sc_hd__nand2_1,0.52
sky130_fd_sc_hd__nor3_1,0.14
sky130_fd_sc_hd__a2111oi_0,0.87
sky130_fd_sc_hd__o21ai_0,0.38
sky130_fd_sc_hd__nor4_1,0.56
sky130_fd_sc_hd__nand4b_1,0.22
sky130_fd_sc_hd__nor4_2,0.40
sky130_fd_sc_hd__nand4_1,0.24
sky130_fd_sc_hd__nor4_2,0.25
sky130_fd_sc_hd__clkdlybuf4s50_1,0.49
Power figures rest on the tool's default switching activity, not on a simulated workload.
