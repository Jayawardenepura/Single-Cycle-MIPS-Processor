File: flow/run.sh
#!/bin/bash
# OpenROAD 26Q1-2900-gdf79404cd8, Yosys 0.63+post, stock flow scripts
make -C /OpenROAD-flow-scripts/flow DESIGN_CONFIG=/design/flow/config.mk WORK_HOME=/design/flow/orfs finish
File: flow/design.v
module register_file(i_RA_addr,i_RB_addr,
							i_RW_addr,i_BusW_data,
							o_BusA_data,o_BusB_data,
							i_we,i_clk);
input 		 		  i_we, i_clk;
input		 	 [4:0]  i_RA_addr, i_RB_addr, i_RW_addr;
input 		 [31:0] i_BusW_data;
output wire	 [31:0] o_BusA_data,o_BusB_data;
reg [31:0] mem32_32 [31:0];
integer mem_cell;
initial begin
	for(mem_cell = 0; mem_cell < 32; mem_cell = mem_cell + 1)
		mem32_32[mem_cell] = 32'h0;
end
always @(posedge i_clk) begin
    if (i_we) begin
        mem32_32[i_RW_addr] <= i_BusW_data;
    end
end
assign o_BusA_data = mem32_32[i_RA_addr];
assign o_BusB_data = mem32_32[i_RB_addr];
endmodule
File: flow/constraint.sdc
current_design register_file

set clk_period 5.1
set clk_io_pct 0.2

create_clock -name clk0 -period $clk_period [get_ports {i_clk}]

set non_clock_inputs [all_inputs -no_clocks]
set_input_delay [expr $clk_period * $clk_io_pct] -clock clk0 $non_clock_inputs
set_output_delay [expr $clk_period * $clk_io_pct] -clock clk0 [all_outputs]
File: flow/config.mk
export PLATFORM = sky130hd
export DESIGN_NAME = register_file
export DESIGN_NICKNAME = register_file
export VERILOG_FILES = /design/flow/design.v
export SDC_FILE = /design/flow/constraint.sdc
export NUM_CORES = 4
export LEC_CHECK = 1
export CORE_UTILIZATION = 30
==> impl_metrics.toml <==
# generated from flow reports
[run_status]
outcome = "complete, no violations"

[drt]
final_antenna_net_count = 0
firstDrtPassIters = 6
drt_iter0_drc = 2196
vias = 31180
vias_per_cell = 5.389
drt_drc_violations_left = 0
wl_per_cell_um = 26.88
drt-total-wl_um = 155500

[pwr]
irDropWorstVdd_uv = 308.9
cell_internal_pwr_w = 0.01461
p_comb_share_pct = 9.6
leakagePower_nw = 20.73
sw_frac_of_total_pct = 23.28
power_per_cell_area_nw_per_um2 = 332.1
p_sw_w = 0.004432
power_frac_clock_pct = 41.0
seqPwrFrac_pct = 49.4

[final_layout]
areaGrowthSynthToFinish_pct = 17.53
layout-drive-gt1-share_pct = 10.82
comb_area_um2 = 16780
fillers = 15080
regMostFlops = "mem32_32"
seqCellArea_um2 = 30750
reg_top3 = "mem32_32 x1024"
utilization_pct = 35.63
largest_reg_flops = 1024

[worst_hold_path]
hold_path_class = "input pin to register"
holdPathStages = 2
worst_hold_startpoint = "i_BusW_data[20]"
min_to = "mem32_32[3][20]"

[global_route]
antenna_found_initial = 10
grt_pass1_vias = 32620
grtUsageTotal_pct = 19.79
grt_pass1_wl_um = 222800
grt_max_degree = 79
gr-total-overflow = 0

[floorplanning]
initial_utilization_pct = 30.32
dieHeight_um = 405.3
fp.dieW_um = 405.3
fp-row-count = 147
ios = 113
core_area_um2 = 160900
dieArea_um2 = 164200

[critical_path]
worstSetupEndpointType = "primary output"
setup.worst_path.start_class = "input pin"
critPathSlowestCell = "clkdlybuf4s50_1"
crit_arrival_ns = 3.86
worst-path-max-fanout = 38
crit_type = "input pin to primary output"
cp-startpoint = "i_RA_addr[0]"
required_ns = 4.08
crit_chain = "clkdlybuf4s50_1, and2_4, buf_12, buf_4, buf_4, a21oi_1, a31oi_1, nand3_1, clkdlybuf4s50_1"
slowest_delay_ns = 0.77

[clock_network]
cts_buffers = 102
root_buffer = "clkbuf_16"
cts_resized = 0
postCtsHoldBufs = 0
cts_num_sinks = 1024
cts-htree-levels = 3
clkTransAtPathRegs_ns = 0.06
cts_tree = "done"
cts_max_path_buffers = 3
post_cts_buffers = 0

[synthesis]
async_reset_ff_share_pct = 0
synthCells = 3386
synth_top_area_share_pct = 63.03
top_cells_by_count = "edfxtp_1 (1024), mux2i_1 (1024), nand2_1 (195), nand3_1 (194)"
yosysChipArea_um2 = 48790
ff_type = "edfxtp_1"
yosysWarnings = 1
ys_seq_share_pct = 63.03
synth.largest_area_cell = "edfxtp_1"
synth_cell_types = 23
synth-edff-count = 1024
synth_flops = 1024
syn_avg_cell_area_um2 = 14.41
yosys_cells = 3386
synthesis.area_um2 = 48790
topCellsByArea = "edfxtp_1 (63%), mux2i_1 (21%), a22oi_1 (3.0%)"

[timing]
relSlewSlack_pct = 44.43
fin_tns_setup_ns = 0
period_used_pct = 95.69
worst_pin_slew_ns = 0.8315
period_minus_slack_ns = 4.880
slew_violations = 0
hold_viol = 0
setup_viol = 0
max_freq_ghz = 0.2049
rsz0062_at_grt = "no"

[flow_run]
max_cap_violations = 0
warning_count = 26

[place]
port-buffer-count = 112
dp_hpwl_um = 90530
gp_congestion = 0.8747
## cell families (layout without fill, tap and decap cells)
logic type | count (synthesis) | after routing | share of synthesized area, %
DFF | 1024 | 1024 | 63.03
and+or+nand+nor | 509 | 509 | 4.714
buffers and inverters | 253 | 489 | 3.211
muxes | 1024 | 1024 | 21.01
other | 0 | 3 | 0
AOI/OAI and AO/OA | 576 | 576 | 8.042
## power groups by stage
stage / Clock (W) / Sequential, W / Combinational (W)
6_report: 0.00781 / 0.00940 / 0.00183
5_1_grt: 0.00822 / 0.00941 / 0.00194
4_1_cts: 0.00793 / 0.00940 / 0.00182
## per-stage QoR
step	cells	hold slack (ns)	total power, W	area [um2]	worst slack [ns]
floorplan	3386	1.119	0.01054	48790	1.646
global placement	5594	1.849	0.01140	53880	0.2792
detailed placement	5594	1.852	0.01140	53880	0.2749
CTS	5782	1.083	0.01915	57330	0.2652
global route	5785	1.141	0.01956	57340	0.1343
finish	5785	1.132	0.01904	57340	0.2197
## cell type report
class	count	share of cell area [%]
Clock inverter	64	1.351
Tap cell	2160	4.713
Antenna cell	3	0.01309
Multi-Input combinational cell	2109	29.26
Timing Repair Buffer	301	6.367
Clock buffer	124	4.670
Sequential cell	1024	53.63
## worst max-delay path by stage
stage                             end  slack, ns  cells after the start
after CTS             o_BusA_data[10]       0.27                      8
after global routing   o_BusA_data[6]       0.13                      8
final                  o_BusA_data[0]       0.22                      9
## layer usage
layer,GRT usage (%),part of all wire (%),vias to the layer above
met5,0.6542,0.10,-
met2,29.28,45,1770
met1,24.08,36,15380
met4,6.253,3.7,16
li1,-,-,13710
met3,12.39,15,306
## layout by cell type, fill, tap and decap left out, drive strengths merged
cell type | Yosys | final
a21oi | 192 | 192
a22o | 128 | 128
a22oi | 192 | 192
a31oi | 64 | 64
and2 | 2 | 2
buf | 163 | 191
bufinv | 0 | 15
clkbuf | 90 | 124
clkdlybuf4s50 | 0 | 110
clkinv | 0 | 40
clkinvlp | 0 | 6
diode | 0 | 3
edfxtp | 1024 | 1024
inv | 0 | 3
mux2i | 1024 | 1024
nand2 | 195 | 195
nand2b | 4 | 4
nand3 | 194 | 194
nand3b | 5 | 5
nor2 | 35 | 35
nor2b | 4 | 4
nor3 | 64 | 64
or2 | 2 | 2
or3 | 1 | 1
or3b | 3 | 3
## critical path, delay by kind of cell
kind                   cells  cell delay [ns]
buffers and inverters      5             1.96
AND-OR/OR-AND              2             0.29
AND/OR/NAND/NOR            2             0.52
Power and IR drop assume default switching activity.
