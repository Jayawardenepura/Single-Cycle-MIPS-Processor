[design/flow/config.mk]
export PLATFORM = sky130hd
export DESIGN_NAME = gpio
export DESIGN_NICKNAME = gpio
export VERILOG_FILES = /design/flow/design.v
export SDC_FILE = /design/flow/constraint.sdc
export NUM_CORES = 4
export LEC_CHECK = 1
export CORE_UTILIZATION = 40
[design/flow/constraint.sdc]
current_design gpio

set clk_period 1.0
set clk_io_pct 0.2

create_clock -name clk0 -period $clk_period [get_ports {i_clk}]

set non_clock_inputs [all_inputs -no_clocks]
set_input_delay [expr $clk_period * $clk_io_pct] -clock clk0 $non_clock_inputs
set_output_delay [expr $clk_period * $clk_io_pct] -clock clk0 [all_outputs]
[design/flow/design.v]
module gpio (i_Data,o_Data, i_clk, i_we_dir, i_we_dout,read, i_din_feedback, i_ddir_feedback);
input [31:0] i_Data;
input i_we_dout,i_we_dir;
input i_clk;
output [31:0] read;
output [31:0] i_din_feedback,i_ddir_feedback;
inout  [31:0] o_Data;
reg 	 [31:0] DOUT;
reg 	 [31:0] DIN;
reg 	 [31:0] DDIR;
always @(posedge i_clk) begin
	if(i_we_dir) begin
		DDIR <= i_Data; 
	end
end
assign i_ddir_feedback = DDIR;
assign i_din_feedback = DIN;
genvar i;
generate
	for (i = 0; i < 32; i = i + 1) begin: tri_state
		assign o_Data[i] = DDIR[i] ? DOUT[i] : 1'bz;
	end
endgenerate
assign read = DIN;
always @(posedge i_clk) begin 
	if(i_we_dout) begin 
		DOUT <= i_Data;
	end
end
always @(posedge i_clk) begin
		DIN <= o_Data;
end
endmodule
[design/flow/run.sh]
#!/bin/bash
# OpenROAD 26Q1-2900-gdf79404cd8, Yosys 0.63+post, stock flow scripts
make -C /OpenROAD-flow-scripts/flow DESIGN_CONFIG=/design/flow/config.mk WORK_HOME=/design/flow/orfs finish
==> Slide: Implementation Results <==
Flow Results at a Glance

Synth
  – Synth Area per Inst: 21.9 sq um
  – Synthesized cell area: between 2000 and 3000 sq um
  – Number of library cell types mapped by synthesis: 3
  – Total of warnings raised by yosys: 2
  – Yosys stat cell total: 128
  – Count of state elements after synthesis: 96
  – Gate Count Post-Synth: ~130
  – Portion of the post-synthesis area used by sequential elements: 91.4%
  – Yosys synthesis chip area: approximately 2800 sq um

Global route
  – Aggregate global-route resource usage: 14.3%
  – GRT Residual Overflow: 0
  – Vias in the first global route: ~1,400
  – Maximum number of pins on one net before global-route repair: 33
  – Wire length of the first global-routing pass: between 7000 and 8000 microns
  – Initial antenna violation count: 0

Layout
  – Commonest non-fill, non-tap cells in the layout: sky130_fd_sc_hd__buf_2 (96), sky130_fd_sc_hd__edfxtp_1 (64), sky130_fd_sc_hd__clkdlybuf4s50_1 (34), sky130_fd_sc_hd__dfxtp_2 (32), sky130_fd_sc_hd__clkbuf_8 (9)
  – Share of final-layout standard cells stronger than drive strength 1: between 50% and 60%
  – Finished Core Util: a little under three fifths
  – Final non-filler cell area: ~3800 sq um
  – Fin cells: 341
  – Comb area: 0 sq um
  – Synth-to-layout area growth: 34.9%
  – Number of fill cells: 534
  – Most common cell after layout, fill and taps aside: sky130_fd_sc_hd__buf_2
  – Combinational Gates: 0

STA
  – Count of final setup violators: 32
  – Slew of the pin with the lowest slew margin: between 150 and 200 ps
  – Tcrit/Tclk final: 105%
  – Relative slew margins: roughly 90%
  – Number of max-slew violations in the final report: 0
  – Final worst hold slack: -112 ps
  – Clock period minus worst slack: between 1000 and 1500 ps
  – RSZ-0062 raised after global routing: true
  – Number of failing hold endpoints at the final stage: 32
  – Total Negative Setup Slacks: -688 ps
  – Post-route setup slack: -48.1 ps
  – Max Clock Freq: roughly 950 MHz
  – Clock skew: just over 9 ps

Critical path
  – Reg-to-reg endpoint: DIN[3]
  – Cell Chain, Critical Path: buf_2
  – R2R depth: 1
  – CP startpoint kind: flip-flop
  – Stages on the worst setup path: 1
  – Launch point of the critical path: DDIR[8]
  – Worst-path fanout max: 1
  – Critical path buffers and inverters: 1
  – Data arrival, critical path: between 800 and 900 ps
  – Dominant delay contributor by cell family on the critical path: flip-flops
  – Reg-to-reg setup timing slack: 360 ps
  – Critical path start-end classification: reg -> out
  – Crit end category: output pin
  – End point of the critical path: i_ddir_feedback[8]
  – Data required time of the worst path: roughly 800 ps
  – Cell with the largest stage delay on the worst path: sky130_fd_sc_hd__edfxtp_1
  – Launch instance of the worst register-to-register path: o_Data[3]
  – Critical path's largest stage delay: between 300 and 400 ps

Detailed routing
  – Final routed DRC violation total: 0
  – Final routed wirelength across all metal layers: between 5000 and 6000 microns
  – Vias per inst: 4.17
  – Top Layer Used: met4
  – Count of vias placed by the detailed router: 1,421
  – Metal3 WL: 772 microns
  – First-pass iteration count of the detailed router: 4
  – Count of nets left with antenna violations after detail routing: 0
  – Iter 0 DRT Violations: approximately 51
  – Total routed wire length on the met1 layer: ~1800 microns
  – Average wire length per cell after detail routing: 14.8 microns
  – Met2 wirelength from detailed routing: about 2300 microns
  – Inserted Diodes: 0

CTS
  – TritonCTS Sinks: ~96
  – Clock transition at the register clock pins on the worst setup and hold paths after CTS: about 90 ps
  – Clk latency late pin: roughly 340 ps
  – CTS buffer count: 9
  – CTS tree: built
  – Root buffer cell: sky130_fd_sc_hd__clkbuf_8
  – Number of buffers between clock root and the deepest sink: 2
  – Htree depth: 3

Flow run
  – Count of max-cap constraint violations: 0
  – Warning total across the stage logs: 29

Power
  – Static Leakage: 0.00152 uW
  – Worst vdd rail ir drop: just under 1 mV
  – Power Dens Cells: 1950 nW/um^2

Place
  – HPWL after detailed placement: ~3500 microns
  – Post-Place Cell Area: roughly 4000 sq um
  – Number of instances in the placed design: approximately 320
  – Global placer's final weighted congestion: approximately 0.70
  – Port Buffer Count: approximately 130

Die
  – DIE AREA: ~7300 sq um
  – Die H: 85.7 microns
  – Fraction of the core area occupied by cells at floorplan: between 40% and 50%
  – I/O pin count: roughly 160
  – Number of rows created at floorplan: 30
  – Core region area: between 6000 and 7000 sq um
  – Overall die width: approximately 86 microns

Hold path
  – Hold WC Path Type: in -> reg

Outcome
  – Status: complete, but fails checks
  – Violations in the final reports: hold timing, setup timing
final cells by class:
class	instances	area [sq um]	area share (%)
well taps	96	120	3.18
clock inverters	6	61.3	1.62
clock buffers	10	128	3.38
repair buffers	133	868	23.0
flip-flops and latches	96	2600	68.9
how the worst min path moves through the flow:
stage / start / endpoint / slack, ps / cells after the start
CTS: o_Data[14] / DIN[14] / -130 / 0
global route: o_Data[2] / DIN[2] / -140 / 0
finish: o_Data[14] / DIN[14] / -110 / 0
Yosys cell counts (all sizes together):
cell / number / area share (%)
dfxtp: 32 / 23
edfxtp: 64 / 69
buf: 32 / 8.6
metal layers:
metal,vias to the layer above,track usage [%]
met3,10,8.59
li1,655,-
met4,0,2.73
met1,658,20.8
met2,98,20.4
met5,-,0
metrics by stage:
step	setup WS [ps]	power [uW]
2_1_floorplan	420	4720
3_3_place_gp	-250	5350
3_5_place_dp	-263	5350
4_1_cts	-66.4	7450
5_1_grt	-104	7700
6_report	-48.1	7370
cell families after synthesis:
group	count (synthesis)	synth area share (%)
flops	96	91.4
buf+inv	32	8.57
state kept, by name, indices dropped and copies added (netlist names):
register  cells
DDIR         32
DIN          32
o_Data       32
power by group:
| group | leakage (uW) | internal, uW | switching (uW) |
|---|---|---|---|
| Sequential | 0.000897 | 4540 | 95.0 |
| Clock | 0.0000876 | 1140 | 1200 |
| Combinational | 0.000534 | 278 | 118 |
| Total | 0.00152 | 5960 | 1410 |
what timing repair did:
| action | CTS | global route |
|---|---|---|
| gates cloned | 0 | 0 |
| endpoints found under the hold margin | 32 | 31 |
| setup endpoints to repair | 96 | 60 |
| buffers inserted | 0 | 1 |
| resized | 322 | 0 |
No activity file was given, so power comes from the tool's default toggle rates.
